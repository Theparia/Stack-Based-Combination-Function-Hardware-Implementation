**design/flow/config.mk**
```make
export PLATFORM = sky130hd
export DESIGN_NAME = Comb
export DESIGN_NICKNAME = Comb
export VERILOG_FILES = /design/flow/design.v
export SDC_FILE = /design/flow/constraint.sdc
export NUM_CORES = 4
export LEC_CHECK = 1
export CORE_UTILIZATION = 50
export SYNTH_HDL_FRONTEND = slang
```
**design/flow/constraint.sdc**
```tcl
current_design Comb

set clk_period 30.3
set clk_io_pct 0.2

create_clock -name clk0 -period $clk_period [get_ports {clk}]

set non_clock_inputs [all_inputs -no_clocks]
set_input_delay [expr $clk_period * $clk_io_pct] -clock clk0 $non_clock_inputs
set_output_delay [expr $clk_period * $clk_io_pct] -clock clk0 [all_outputs]
```
**design/flow/design.v**
```verilog
`timescale 1ns/1ns
module Accumulator(input clk, rst, en, output reg [12:0] out);
  always @(posedge clk, posedge rst)begin
    if(rst)
      out <= 13'd0;
    else if(en)
      out <= out + 13'd1;
    end
endmodule
`timescale 1ns/1ns
module Comb(input clk, rst, start, input [3:0] m, n, output done, output [12:0] result);
  wire push, pop,  sel_m, sel_n, ld_m, ld_n, en_acc, is_empty, eq1, eq2;
  wire [1:0] sel_stack;
  Datapath datapath(clk, rst, push, pop,  sel_m, sel_n, ld_m, ld_n, en_acc, sel_stack, 
                    n, m, is_empty, eq1, eq2, result);
  Controller controller(clk, rst, start, is_empty, eq1, eq2, done, push, pop,  sel_m, sel_n,
                        ld_m, ld_n, en_acc,sel_stack);
endmodule
`timescale 1ns/1ns
module Comparator(input[3:0] in0, in1, output eq);
  assign eq = (in0 == in1);
endmodule
`timescale 1ns/1ns
module Controller(input clk, rst, start, is_empty, eq1, eq2, output reg done, push, pop,  sel_m, sel_n,
                  ld_m, ld_n, en_acc, output reg [1:0] sel_stack);
 reg [3:0] ns, ps;
 parameter [4:0] q0 = 0, q1 = 1, q2 = 2, q3 = 3, q4 = 4, q5 = 5, q6 = 6, q7 = 7, q8 = 8,
                 q9 = 9, q10 = 10, q11 = 11, q12 = 12, q13 = 13;
  always @(ps) begin
    {done, push, pop, sel_m, sel_n, ld_m, ld_n, en_acc, sel_stack} = 10'd0;
    case(ps)
      q0: begin ns = start ? q1 : q0; end
      q1: begin ns = q2; {sel_m, sel_n, ld_m, ld_n} = 4'b1111; end
      q2: begin ns = ((eq1 == 1) || (eq2 == 1)) ? q12 : q3; end
      q3: begin ns = q4; push = 1'b1; sel_stack = 2'd0; end
      q4: begin ns = q5; push = 1'b1; sel_stack = 2'd2; end
      q5: begin ns = q6; push = 1'b1; sel_stack = 2'd1; end
      q6: begin ns = q7; push = 1'b1; sel_stack = 2'd2; end
      q7: begin ns = q8; pop = 1'b1; end
      q8: begin ns = q9; ld_n = 1'b1; end
      q9: begin ns = q10; pop = 1'b1; end
      q10: begin ns = q11; ld_m = 1'b1; end
      q11: begin ns = ((eq1 == 1) || (eq2 == 1)) ? q12 : q3; end
      q12: begin ns = is_empty ? q13 : q7; en_acc = 1'b1; end
      q13: begin ns = q0; done = 1'b1; end
    endcase
  end       
  always@(posedge clk, posedge rst)begin
    if(rst)
      ps <= q0;
    else
      ps <= ns;
  end                
endmodule
`timescale 1ns/1ns
module Datapath(input clk, rst, push, pop,  sel_m, sel_n, ld_m, ld_n, en_acc,
                input[1:0] sel_stack, input [3:0] n, m, output is_empty, eq1, eq2,
                output [12:0] result);
  wire [3:0] d_in, d_out, mux_m_out, mux_n_out, reg_m_out, reg_n_out, sub_m_out, sub_n_out;
  Stack stack(clk, rst, push, pop, d_in, is_empty, d_out);
  Multiplexer2to1 mux_m(d_out, m, sel_m, mux_m_out);
  Multiplexer2to1 mux_n(d_out, n, sel_n, mux_n_out);
  Register reg_m(clk, ld_m, mux_m_out, reg_m_out);
  Register reg_n(clk, ld_n, mux_n_out, reg_n_out);
  Subtractor sub_m(reg_m_out, 4'd1, sub_m_out);
  Subtractor sub_n(reg_n_out, 4'd1, sub_n_out);
  Multiplexer3to1 mux_stack(reg_m_out, sub_m_out, sub_n_out, sel_stack, d_in);
  Comparator cmp_m_n(reg_m_out, reg_n_out, eq1);
  Comparator cmp_m_0(reg_m_out, 4'd0, eq2);
  Accumulator accumulator(clk, rst, en_acc, result);
endmodule
`timescale 1ns/1ns
module Multiplexer2to1(input [3:0] in0, in1, input sel, output [3:0] out);
  assign out = sel ? in1 : in0;
endmodule
module Multiplexer3to1(input [3:0] in0, in1, in2, input [1:0] sel, output reg [3:0] out);
  always @(in0, in1, in2, sel)begin
    case(sel)
      3'b000: out = in0;
      3'b001: out = in1;
      3'b010: out = in2;
    endcase
  end 
endmodule
`timescale 1ns/1ns
module Register(input clk, ld, input [3:0] in, output reg [3:0] out);
  always@(posedge clk)begin
    if(ld)
      out <= in;
  end
endmodule
`timescale 1ns/1ns
module Stack(input clk, rst,  push, pop,input [3:0] d_in, output is_empty, output reg [3:0] d_out); 
    reg [8:0] ptr;
    reg [3:0] stack [0:512];
    always @(posedge clk, posedge rst) begin
        if (rst)
            ptr <= 8'd0;
        else if (push)begin
          stack[ptr] <= d_in;
            ptr <= ptr + 1;
        end
        else if (pop)begin
          d_out <= stack[ptr - 1];
            ptr <= ptr - 1;
        end
    end
    assign is_empty = ptr == 8'd0 ? 1'b1 : 1'b0;
endmodule
`timescale 1ns/1ns
module Subtractor(input [3:0] in0, in1, output [3:0] out);
  assign out = in0 - in1;
endmodule
```
**design/flow/run.sh**
```bash
#!/bin/bash
# OpenROAD 26Q1-2900-gdf79404cd8, Yosys 0.63+post, stock flow scripts
make -C /OpenROAD-flow-scripts/flow DESIGN_CONFIG=/design/flow/config.mk WORK_HOME=/design/flow/orfs finish
```
==> run notes <==
The implementation run finished. The flow ran to the end, and the final reports show no timing, DRC or antenna violations. Setup slack on the critical path of the routed design comes to 21660 ps. STA classifies the critical path startpoint as a flip-flop.

HPWL after detailed placement landed at 133000 um. Counting the buffers created by CTS gives 205. Area growth from synthesis to layout landed at 11.8%. Static timing analysis puts the maximum clock frequency at 0.116 GHz. Buffer levels on the longest clock path landed at 3.

After clock tree synthesis, the setup repair step added 0 buffers. Floorplan core area landed at 166000 um^2. Total power consumption of the routed design landed at 9.68 mW. The horizontal die dimension reported for this design is 411 um. Number of unconstrained endpoints landed at 2060.

Number of port buffers landed at 24. Per the post-CTS timing run, clock transition at the registers of the reported paths is 60 ps. Residual overflow from global routing landed at 0. During I/O placement, the number of pins put on the boundary was 25. In this run the clock root is driven by a sky130_fd_sc_hd__clkbuf_16. The largest individual stage delay along the critical path comes from the cell sky130_fd_sc_hd__dfrtp_1. Total area of multi-input combinational cells landed at 19900 um^2. Share of the core filled by cells before placement landed at 50.6%. Number of violations reported at the end of detailed-routing iteration 0 landed at 3338. Count of pins over their slew limit landed at 0. Entering global routing, the biggest net connects 149 pins. Synthesis inferred 2094 register bits. Routed length per placed instance landed at 31.1 um. The required time at the worst endpoint is listed as 24240 ps.

The clock arrives with 29.2 ps of skew. For reference, the final report shows the hold violation count at 0. Worst slack on hold paths landed at 474 ps. Along the worst path, the maximum fanout reaches 18. The warning tally printed by Yosys for this design is 0. TritonCTS built the clock tree. In this design, the stage delay of the slowest critical-path cell is 770 ps. Number of placed cells counting well taps landed at 6768.

For this run, the detailed router reports a per-instance via density of 6.20. The worst setup path is captured at an output pin. Relative slew slack landed at 22.8%. The die is 411 um tall.

According to the Yosys statistics, the synthesized design has a chip area of 83800 um^2. OpenROAD warning count landed at 34. From the final report, the count of setup violators was given as 0. The later pin in the worst-skew pair is clocked with a latency of 850 ps. Count of library flops with an enable pin landed at 2060. Number of cells in Yosys stat landed at 4706. Total wire length landed at 223000 um. Looking at the max-slew report, the worst-margin pin has a slew of 1150 ps. The first detailed-routing pass ran for 6 iterations.

The layout report lists the combined flip-flop and latch area as 62600 um^2. After clock tree synthesis, the flow added hold-fix buffers numbering 0. Final cell count without fillers landed at 7152.

Across the VDD grid, the largest voltage drop is 0.116 mV. In the layout the commonest cells are sky130_fd_sc_hd__edfxtp_1, sky130_fd_sc_hd__nor2_1, sky130_fd_sc_hd__mux4_2. The layout summary lists the proportion of cells stronger than drive strength 1 as 19.7%. Die footprint landed at 169000 um^2. Per the cell usage report, the commonest logic cell in the layout is sky130_fd_sc_hd__edfxtp_1. In the finished design, the share of the clock period the worst path needs comes to 28.5%. Overall fraction of global-route tracks in use landed at 30.4%. Each instance of the synthesized netlist takes up on average 17.8 um^2. Setup slack on the worst path after placement came out at 21110 ps. The congestion estimate from routability-driven global placement came to 1.00. Via count of the routed design landed at 44331.

The report lists the power per cell area as 103 nW/um^2. Per the run summary, max-cap violations total 0. The synthesized netlist handed to floorplanning was reported with a cell count of 4706. Via count of the first global-routing pass landed at 48431. The critical path is of the flip-flop to output pin type. Post-route minimum period landed at 8640 ps. After synthesis, the cell types taking the most area are sky130_fd_sc_hd__edfxtp_1, sky130_fd_sc_hd__mux4_2, sky130_fd_sc_hd__nor2_1. Number of H-tree levels landed at 4. Listed in order, past its start point the critical path passes nand2b_1 > nor2_1 > clkdlybuf4s50_1. Per the detail_route report, DRC violations left total 0. The timer found 8 register pins that no clock reaches; their paths are not timed.

The initial antenna violation count is 6. Checking hold timing, the worst path is listed with class flip-flop to flip-flop. Before any placement, the netlist area is recorded as 83800 um^2.

The synthesized design spends more area on one cell type than any other, namely sky130_fd_sc_hd__edfxtp_1. After synthesis, the largest area contributor takes up 73.8% of total cell area. Global-route wire length before repair landed at 326000 um. The count of nets left with antenna violations once routing finished came out at 0.

The filler cells instantiated in the layout total 12187. Yosys mapped the design onto 78 distinct sky130hd cell types. Number of gates resized after CTS landed at 0. Setup repair after global routing left no endpoint under its margin. Share of flip-flops with an asynchronous set or reset landed at 1.24%. At the worst endpoint, the arrival time is 2580 ps. Looking at the cell usage after synthesis, the top flip-flop cell is sky130_fd_sc_hd__edfxtp_1. According to the floorplan log, the row count is 149.

Summed over all cells, the static leakage comes to 29.4 nW. Summed over all failing endpoints, the final setup total negative slack is 0 ps.
==> cells in the mapped netlist (6+ instances only) <==
master and instances:
sky130_fd_sc_hd__edfxtp_1 2060, sky130_fd_sc_hd__nor2_1 582, sky130_fd_sc_hd__mux4_2 449, sky130_fd_sc_hd__nand2_1 449
sky130_fd_sc_hd__nand3_1 194, sky130_fd_sc_hd__clkbuf_1 158, sky130_fd_sc_hd__mux2i_1 127, sky130_fd_sc_hd__buf_2 108
sky130_fd_sc_hd__a21oi_1 69, sky130_fd_sc_hd__o21ai_0 47, sky130_fd_sc_hd__nand4_1 32, sky130_fd_sc_hd__a31oi_1 29
sky130_fd_sc_hd__and3_1 26, sky130_fd_sc_hd__buf_1 26, sky130_fd_sc_hd__dfrtp_1 26, sky130_fd_sc_hd__xnor2_1 23
sky130_fd_sc_hd__a32oi_1 21, sky130_fd_sc_hd__buf_4 20, sky130_fd_sc_hd__nor3_1 17, sky130_fd_sc_hd__o211ai_1 17
sky130_fd_sc_hd__a221oi_1 16, sky130_fd_sc_hd__a22oi_1 11, sky130_fd_sc_hd__a311oi_1 10, sky130_fd_sc_hd__xor2_1 10
sky130_fd_sc_hd__ha_1 9, sky130_fd_sc_hd__o2111ai_1 9, sky130_fd_sc_hd__a211oi_1 8, sky130_fd_sc_hd__inv_1 8
sky130_fd_sc_hd__mux2_2 8, sky130_fd_sc_hd__nor4_1 8, sky130_fd_sc_hd__o22ai_1 8, sky130_fd_sc_hd__a41oi_1 7
sky130_fd_sc_hd__o221ai_1 7, sky130_fd_sc_hd__or3_1 7, sky130_fd_sc_hd__and2_1 6
==> layer usage <==
metal	vias up	part of all wire, %	track usage, %
li1	18804	-	-
met1	22178	33	41.2
met2	2879	46	42.3
met3	452	17	21.9
met4	18	3.9	8.56
met5	-	0.24	2.18
==> per-stage QoR <==
step	area (um^2)	util (%)
detailed placement	86800	52.4
CTS	93700	56.5
global placement	86800	52.4
global route	93700	56.5
floorplan	83800	-
finish	93700	56.5
==> state kept, by name (all words and copies together), names as in the netlist <==
signal / flops
datapath.stack.stack: 2048
datapath.stack.d_out: 4
controller.ns: 4
datapath.mux_stack.out: 4
datapath.reg_m.out: 4
datapath.reg_n.out: 4
datapath.accumulator.out: 13
datapath.stack.ptr: 9
controller.ps: 4
==> kinds of logic after synthesis <==
| group | count (synthesis) | share of synthesized area [%] |
|---|---|---|
| muxes | 584 | 13.7 |
| adders and majority gates | 10 | 0.146 |
| latches | 8 | 0.143 |
| buffers and inverters | 326 | 1.76 |
| and+or+nand+nor | 1353 | 6.75 |
| xor gates and xnor gates | 34 | 0.364 |
| DFF | 2086 | 74.6 |
| AOI/OAI and AO/OA | 305 | 2.56 |
==> critical path, delay by kind of cell, from the launching register on <==
kind | cells | cell delay [ps]
buffers and inverters | 1 | 480
DFF | 1 | 770
and+or+nand+nor | 2 | 480
==> report_power, final <==
| part | leakage [nW] | internal, mW | total (mW) | switching (mW) |
|---|---|---|---|---|
| Combinational | 7.14 | 1.42 | 3.90 | 2.48 |
| Clock | 3.32 | 1.49 | 2.57 | 1.08 |
| Sequential | 18.9 | 3.17 | 3.21 | 0.0447 |
==> area by class of cell <==
| cell class | instances | share of cell area, % |
|---|---|---|
| Multi-Input combinational cell | 2286 | 21.2 |
| Tap cell | 2189 | 2.92 |
| Sequential cell | 2094 | 66.9 |
| Inverter | 9 | 0.0454 |
| Clock inverter | 137 | 1.59 |
| Timing Repair Buffer | 190 | 1.67 |
| Clock buffer | 245 | 5.68 |
| Antenna cell | 2 | 0.00534 |
==> worst paths after layout <==
check	from	endpoint	slack, ps	depth (start not counted)
setup / recovery	controller.ps[0]	done	21660	3
hold / removal	datapath.accumulator.out[12]	datapath.accumulator.out[12]	470	1
setup reg to reg	datapath.stack.ptr[0]	datapath.stack.d_out[2]	23330	14
hold reg to reg	datapath.accumulator.out[12]	datapath.accumulator.out[12]	470	1
max in group asynchronous	rst	datapath.stack.ptr[0]	24190	3
min in group asynchronous	rst	controller.ps[1]	5770	3
No activity file was given, so power comes from the tool's default toggle rates.
